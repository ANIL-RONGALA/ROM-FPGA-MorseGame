==> ./design.v <==
module Countto10(clk, rst, HundredmsTimeOut, OneSecTimeOut); 
   input clk, rst, HundredmsTimeOut; 
   output OneSecTimeOut; 
   reg OneSecTimeOut; 
   reg [3:0] count;
   always @ (posedge clk)
      begin
         if (rst == 1'b0) begin
            count <= 4'd0;
            OneSecTimeOut <= 1'b0;   
         end
         else begin
            if (HundredmsTimeOut == 1'b1) begin
                  count <= count + 1;
                  OneSecTimeOut <= 1'b0;
            end
            if (count == 4'b1010) begin   
               count <= 4'b0000;
               OneSecTimeOut <= 1'b1; 
            end       
            else begin
               OneSecTimeOut <= 1'b0; 
            end
         end
      end
endmodule 
module Countto100(clk, rst, enable, OnemsTimeOut, HundredmsTimeOut); 
   input clk, rst, enable, OnemsTimeOut; 
   output HundredmsTimeOut; 
   reg HundredmsTimeOut; 
   reg [6:0] count; 
   always @ (posedge clk)
      begin
         if (rst == 1'b0 || enable == 1'b0) begin
            count <= 7'd0; 
            HundredmsTimeOut <= 1'b0;
         end
         else begin
            if (OnemsTimeOut == 1'b1) begin 
                  count <= count + 1; 
                  HundredmsTimeOut <= 1'b0;
            end
            if (count == 7'd100) begin     
                  count <= 7'd0;
                  HundredmsTimeOut <= 1'b1; 
            end
            else begin
               HundredmsTimeOut <= 1'b0; 
            end
         end
      end
endmodule 
module DigitTimer(clk, rst, reconfig, number, BorrowUp, BorrowDn, NoBorrowUp, NoBorrowDn);
   input clk, rst, reconfig, BorrowDn, NoBorrowUp;
   output BorrowUp, NoBorrowDn; 
   reg BorrowUp, NoBorrowDn; 
   output [3:0] number; 
   reg [3:0] number; 
   always @ (posedge clk) begin
      if (rst == 1'b0) begin
         number <= 4'b0000; 
         BorrowUp <= 1'b0; 
         NoBorrowDn <= 1'b0; 
      end
      else begin
         BorrowUp <= 1'b0; 
         if (reconfig == 1'b1) begin
            number <= 4'b1010; 
            BorrowUp <= 1'b0; 
            NoBorrowDn <= 1'b0; 
         end
         else begin
            BorrowUp <= 1'b0; 
            if (BorrowDn == 1'b1) begin
               if (number == 4'b0000) begin
                  if (NoBorrowUp == 1'b0) begin
                     number <= 4'b1001;
                     BorrowUp <= 1'b1;    
                  end
                  else begin
                     NoBorrowDn <= 1'b1;
                  end
               end
               else if (number == 4'b0001) begin
                  if (NoBorrowUp == 1'b1) begin
                     NoBorrowDn <= 1'b1; 
                  end
                  number <= number - 1;
               end
               else begin
                  number <= number - 1;
               end
            end
         end
      end
  end
endmodule
module OnemsTimer_lfsr(clk, rst, enable, OnemsTimeOut);
   input clk, rst, enable;
   output OnemsTimeOut;
   reg OnemsTimeOut;
   reg [15:0] LFSR;
   wire feedback = LFSR[15];
   always @ (posedge clk)
      begin 
         if (rst == 1'b0 || enable == 1'b0) begin
            LFSR <= 16'd65535; 
         end
         else begin
            if (LFSR == 16'd56172) begin
               LFSR <= 16'd65535; 
               OnemsTimeOut <= 1'b1; 
            end
            else begin
               LFSR[0] <= feedback;
               LFSR[1] <= LFSR[0];
               LFSR[2] <= LFSR[1] ^ feedback;
               LFSR[3] <= LFSR[2] ^ feedback;
               LFSR[4] <= LFSR[3];
               LFSR[5] <= LFSR[4] ^ feedback;
               LFSR[6] <= LFSR[5];
               LFSR[7] <= LFSR[6];
               LFSR[8] <= LFSR[7];
               LFSR[9] <= LFSR[8];
               LFSR[10] <= LFSR[9];
               LFSR[11] <= LFSR[10];
               LFSR[12] <= LFSR[11];
               LFSR[13] <= LFSR[12];
               LFSR[14] <= LFSR[13];
               LFSR[15] <= LFSR[14];
               OnemsTimeOut <= 1'b0; 
            end
         end
      end
endmodule 
module TenSecTimer(clk, rst, enable, TenSecTimeOut);
   input clk, rst, enable;
   output TenSecTimeOut; 
   wire HundredmsTimeOut; 
   wire OnemsTimeOut; 
   wire OneSec;
   wire TenSec; 
   OnemsTimer_lfsr OnemsTimer1(clk, rst, enable, OnemsTimeOut); 
   Countto100 Countto100one(clk, rst, enable, OnemsTimeOut, HundredmsTimeOut);
   Countto10 Countto10one(clk, rst, HundredmsTimeOut, OneSec); 
   Countto10 Countto10two(clk, rst, OneSec, TenSec); 
   assign TenSecTimeOut = TenSec; 
endmodule
module Timer(clk, rst, reconfig, ones, TenSecTimer, TimeOut); 
   input clk, rst, reconfig; 
   output [3:0] ones; 
   input TenSecTimer; 
   output TimeOut; 
   wire BorrowUpOnes; 
   DigitTimer Ones(clk, rst, reconfig, ones, BorrowUpOnes, TenSecTimer, 1'b1, TimeOut);
endmodule
module Timer100(clk, rst, enable, reconfig, TimeOut, ones);
   input clk, rst, enable, reconfig; 
   output TimeOut; 
   output [3:0] ones; 
   wire TenSecTimer; 
   TenSecTimer TenSecTimer1(clk, rst, enable, TenSecTimer); 
   Timer Timer1(clk, rst, reconfig, ones, TenSecTimer, TimeOut);    
endmodule
==> ./run.sh <==
#!/bin/bash
# OpenROAD 26Q1-2900-gdf79404cd8, Yosys 0.63+post, stock flow scripts
make -C /OpenROAD-flow-scripts/flow DESIGN_CONFIG=/design/flow/config.mk WORK_HOME=/design/flow/orfs finish
==> ./config.mk <==
export PLATFORM = sky130hd
export DESIGN_NAME = Timer100
export DESIGN_NICKNAME = Timer100
export VERILOG_FILES = /design/flow/design.v
export SDC_FILE = /design/flow/constraint.sdc
export NUM_CORES = 4
export LEC_CHECK = 1
export CORE_AREA = 10 10 101 101
export DIE_AREA = 0 0 111 111
==> ./constraint.sdc <==
current_design Timer100

set clk_period 1.9
set clk_io_pct 0.2

create_clock -name clk0 -period $clk_period [get_ports {clk}]

set non_clock_inputs [all_inputs -no_clocks]
set_input_delay [expr $clk_period * $clk_io_pct] -clock clk0 $non_clock_inputs
set_output_delay [expr $clk_period * $clk_io_pct] -clock clk0 [all_outputs]
==> flow_summary.toml <==
# physical design summary
[floorplan]
chip_area_um2 = 12300
rows = 33
initCoreUtil_pct = 18.5
io_pins = 9
die_width_um = 111
die_h_um = 111
core_um2 = 8130

[drt]
first_pass_iters = 4
viasPerCell = 3.70
antennaDiodeCount = 0
vias = 995
wl_um = 2360
drt_iter0_drc = 37
wire_per_inst_um = 8.78
ant_nets = 0
route.detailed.drc = 0

[placed_design]
place_congestion = 0.754
portBuffers = 8
post-dp-hpwl_um = 1680
place_inst = 261
post-place-ws_ns = 0.291

[timing]
setup_tns_ns = 0
tightest_slew_ns = 0.529
rsz0062_at_grt = "no"
fmax_mhz = 630
setup_viol = 0
min_period_ns = 1.59
hold_viol = 0
timing.final.ws_setup_ns = 0.313
finalClockPeriodUsage_pct = 83.5
slew_violations = 0
timing.slew.headroom_pct = 64.5
finalClockSkew_ns = 0.00262

[job]
cap_violations = 0
warnings = 28

[synthesis]
flop_cell = "dfxtp_1"
ys_area_um2 = 1510
ys_seq_share_pct = 53.8
yosys.area.top_type_share_pct = 51.8
top_cells_by_count = "dfxtp_1, nor2_1, nand2_1"
area_leaders = "dfxtp_1, ha_1, xor2_1, nor2_1, nand2b_1"
synth.most_common_cell = "dfxtp_1"
synth.avg_cell_area_um2 = 10.2
edf_count = 1
ys_warn_count = 4
syn-cell-area_um2 = 1510
syn-instance-count = 147
ys_seq_elements = 40
ys_cells = 147
largest_area_cell = "dfxtp_1"
ys_types = 29
async_flop_share_pct = 0

[grt]
overflow = 0
grt_pass1_wl_um = 4200
grt_pass1_vias = 962
grt_max_degree = 14
antenna_found_initial = 0
grt.total_usage_pct = 3.92

[clocking]
cts_resized = 0
cts_root_buf = "clkbuf_8"
clk_pin_slew_worst_paths_ns = 0.08
cts_setup_buffers = 0
cts_tree = "done"
numCtsBuffers = 5
cts_hold_buf = 0
clk_latency_ns = 0.28
cts.htree.levels = 2
clock_path_buffers = 2
clkSinkCount = 40

[cells_and_area]
instances_no_fill = 269
syn_to_final_growth_pct = 22.1
final_util_pct = 22.6
layout-drive-gt1-share_pct = 9.76

[setup_path]
setup.worst_path.class = "flop to primary output"
r2r_start = "TenSecTimer1.Countto100one.count[0]"
startpoint_type = "flop"
path_max_fanout = 7
worst-r2r-setup-slack_ns = 0.58
cp_top_family = "buffers and inverters"
cpPeakStageDelay_ns = 0.50
crit_path_end_kind = "primary output"
crit_start = "Timer1.Ones.number[1]"
critPathBufInv = 1
cp.required_ns = 1.52
cp_slowest_cell = "clkdlybuf4s50_1"
arrival_ns = 1.21
path_cells = "clkdlybuf4s50_1"

[pwr]
p_leak_nw = 0.639
fin_total_pwr_w = 0.00157
vdd.ir_drop.worst_mv = 0.325
powerDensity_nw_per_um2 = 854

[hold_path]
worstHoldPathType = "flop to flop"
hp-start = "TenSecTimer1.OnemsTimer1.LFSR[13]"

[status]
outcome = "complete, no violations"
[cells in the final DEF (no fill, tap or decap), types with 2 or more instances in the layout]
master and count:
o21ai_1 2, o21ai_0 3, inv_1 5, clkbuf_8 5
xor2_1 8, a21oi_1 7, a211oi_1 2, nand4_1 4
nand3b_1 2, xnor2_1 5, nand4bb_1 3, nor2_1 17
nor3_1 2, buf_4 2, ha_1 6, or3_1 8
nand2_1 12, clkdlybuf4s50_1 8, dfxtp_1 39, nand2b_1 9
inv_2 2
[final cells by class]
class                   count  area (um^2)
fillers                   856         6290
repair buffers             10         95.1
flip-flops and latches     40          811
inverters                   7         26.3
clock inverters             3         42.5
multi-input cells          99          664
well taps                 105          131
clock buffers               5         68.8
[sequential cells by signal, indices dropped and copies added (netlist names)]
name                                         cells
TenSecTimer1.Countto10two.count                  4
TenSecTimer1.OnemsTimer1.OnemsTimeOut            1
TenSecTimer1.Countto10two.OneSecTimeOut          1
TenSecTimer1.Countto100one.count                 7
TenSecTimer1.Countto100one.HundredmsTimeOut      1
Timer1.Ones.NoBorrowDn                           1
TenSecTimer1.Countto10one.count                  4
Timer1.Ones.number                               4
TenSecTimer1.Countto10one.OneSecTimeOut          1
TenSecTimer1.OnemsTimer1.LFSR                   16
[per-layer routing]
metal | up-vias | routed length (um) | GRT usage, %
li1 | 530 | - | -
met2 | 15 | 943 | 5.58
met4 | 0 | 53 | 0.781
met3 | 5 | 166 | 1.97
met5 | - | 0 | 0
met1 | 445 | 1200 | 5.22
[cell families (layout without fill, tap and decap cells)]
family                     count (synthesis)  after routing  share of synthesized area (%)
muxes                                      1              1                          0.664
buffers and inverters                      8             25                           2.08
AOI/OAI and AO/OA                         15             15                           5.48
xor gates and xnor gates                  13             13                           7.56
DFF                                       40             40                           53.8
and+or+nand+nor                           64             64                           25.4
adders and majority gates                  6              6                           4.98
[worst paths after layout]
path	endpoint	depth (start not counted)
worst max register to register	TenSecTimer1.Countto100one.count[6]	4
worst min-delay path	TenSecTimer1.OnemsTimer1.LFSR[14]	1
worst max-delay path	ones[1]	1
worst min register to register	TenSecTimer1.OnemsTimer1.LFSR[14]	1
[metrics by stage]
step | hold slack, ns | cell area (um^2)
after CTS | 0.447 | 1840
final | 0.441 | 1840
after global placement | 0.413 | 1730
after detailed placement | 0.428 | 1730
after floorplan | 0.406 | 1510
after global routing | 0.457 | 1840
[report_power, final]
part | internal (W) | switching (W)
sequential | 0.000850 | 0.00000829
combinational | 0.0000220 | 0.0000214
clock | 0.000388 | 0.000281
total | 0.00126 | 0.000310
