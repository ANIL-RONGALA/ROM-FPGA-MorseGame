==> flow/design.v <==
module Countto10(clk, rst, HundredmsTimeOut, OneSecTimeOut); 
   input clk, rst, HundredmsTimeOut; 
   output OneSecTimeOut; 
   reg OneSecTimeOut; 
   reg [3:0] count;
   always @ (posedge clk)
      begin
         if (rst == 1'b0) begin
            count <= 4'd0;
            OneSecTimeOut <= 1'b0;   
         end
         else begin
            if (HundredmsTimeOut == 1'b1) begin
                  count <= count + 1;
                  OneSecTimeOut <= 1'b0;
            end
            if (count == 4'b1010) begin   
               count <= 4'b0000;
               OneSecTimeOut <= 1'b1; 
            end       
            else begin
               OneSecTimeOut <= 1'b0; 
            end
         end
      end
endmodule 
module Countto100(clk, rst, enable, OnemsTimeOut, HundredmsTimeOut); 
   input clk, rst, enable, OnemsTimeOut; 
   output HundredmsTimeOut; 
   reg HundredmsTimeOut; 
   reg [6:0] count; 
   always @ (posedge clk)
      begin
         if (rst == 1'b0 || enable == 1'b0) begin
            count <= 7'd0; 
            HundredmsTimeOut <= 1'b0;
         end
         else begin
            if (OnemsTimeOut == 1'b1) begin 
                  count <= count + 1; 
                  HundredmsTimeOut <= 1'b0;
            end
            if (count == 7'd100) begin     
                  count <= 7'd0;
                  HundredmsTimeOut <= 1'b1; 
            end
            else begin
               HundredmsTimeOut <= 1'b0; 
            end
         end
      end
endmodule 
module Countto5(clk, rst, HundredmsTimeOut, FiveSecTimeOut); 
   input clk, rst, HundredmsTimeOut; 
   output FiveSecTimeOut; 
   reg FiveSecTimeOut; 
   reg [3:0] count;
   always @ (posedge clk)
      begin
         if (rst == 1'b0) begin
            count <= 4'd0;
            FiveSecTimeOut <= 1'b0;  
         end
         else begin
            if (HundredmsTimeOut == 1'b1) begin
                  count <= count + 1;
                  FiveSecTimeOut <= 1'b0;
            end
            if (count == 4'b0101) begin  
               count <= 4'b0000;
               FiveSecTimeOut <= 1'b1; 
            end       
            else begin
               FiveSecTimeOut <= 1'b0; 
            end
         end
      end
endmodule 
module FiveSecTimer(clk, rst, enable, FiveSecTimeOut);
   input clk, rst, enable;
   output FiveSecTimeOut; 
   wire HundredmsTimeOut;
   wire OnemsTimeOut; 
   wire OneSec;
   wire FiveSec; 
   OnemsTimer_lfsr OnemsTimer1(clk, rst, enable, OnemsTimeOut); 
   Countto100 Countto100one(clk, rst, enable, OnemsTimeOut, HundredmsTimeOut);
   Countto10 Countto10one(clk, rst, HundredmsTimeOut, OneSec); 
   Countto5 Countto5one(clk, rst, OneSec, FiveSec); 
   assign FiveSecTimeOut = FiveSec; 
endmodule
module LFSR_number_generator(clk, rst, q); 
   input clk, rst; 
   output [3:0] q; 
   reg [3:0] q; 
   reg [15:0] LFSR = 16'b1111111111111111;
   wire feedback = LFSR[15];
   always @(posedge clk)
   begin
      if (rst == 1'b0) begin
         LFSR <= 16'b1111111111111111; 
         q <= 4'b0000; 
      end
      else begin 
         LFSR[0] <= feedback;
         LFSR[1] <= LFSR[0];
         LFSR[2] <= LFSR[1] ^ feedback;
         LFSR[3] <= LFSR[2] ^ feedback;
         LFSR[4] <= LFSR[3];
         LFSR[5] <= LFSR[4] ^ feedback;
         LFSR[6] <= LFSR[5];
         LFSR[7] <= LFSR[6];
         LFSR[8] <= LFSR[7];
         LFSR[9] <= LFSR[8];
         LFSR[10] <= LFSR[9];
         LFSR[11] <= LFSR[10];
         LFSR[12] <= LFSR[11];
         LFSR[13] <= LFSR[12];
         LFSR[14] <= LFSR[13];
         LFSR[15] <= LFSR[14];
         q = {LFSR[6], LFSR[8], LFSR[11], LFSR[14]};
      end  
   end
endmodule
module OnemsTimer_lfsr(clk, rst, enable, OnemsTimeOut);
   input clk, rst, enable;
   output OnemsTimeOut;
   reg OnemsTimeOut;
   reg [15:0] LFSR;
   wire feedback = LFSR[15];
   always @ (posedge clk)
      begin 
         if (rst == 1'b0 || enable == 1'b0) begin
            LFSR <= 16'd65535; 
         end
         else begin
            if (LFSR == 16'd56172) begin
               LFSR <= 16'd65535; 
               OnemsTimeOut <= 1'b1; 
            end
            else begin
               LFSR[0] <= feedback;
               LFSR[1] <= LFSR[0];
               LFSR[2] <= LFSR[1] ^ feedback;
               LFSR[3] <= LFSR[2] ^ feedback;
               LFSR[4] <= LFSR[3];
               LFSR[5] <= LFSR[4] ^ feedback;
               LFSR[6] <= LFSR[5];
               LFSR[7] <= LFSR[6];
               LFSR[8] <= LFSR[7];
               LFSR[9] <= LFSR[8];
               LFSR[10] <= LFSR[9];
               LFSR[11] <= LFSR[10];
               LFSR[12] <= LFSR[11];
               LFSR[13] <= LFSR[12];
               LFSR[14] <= LFSR[13];
               LFSR[15] <= LFSR[14];
               OnemsTimeOut <= 1'b0; 
            end
         end
      end
endmodule 
module gamecontrol2(clk, rst, morse_number, LoggedIn, game_start, load, user_input, reconfig, enable, timeout, number, score_ones, score_tens, correct, logout, logout_from_gamecontrol, enable5_1, enable5_2, FiveSecTimeout_1, FiveSecTimeout_2);
   input clk, rst; 
   input [3:0] morse_number;  
   input LoggedIn, game_start, load;
   input [3:0] user_input;  
   output reconfig, enable; 
   input timeout; 
   output [3:0] number; 
   output [3:0] score_ones; 
   output [3:0] score_tens;  
   output correct; 
   input logout; 
   output logout_from_gamecontrol; 
   output enable5_1, enable5_2; 
   input FiveSecTimeout_1, FiveSecTimeout_2;
   reg reconfig, enable; 
   reg [3:0] number; 
   reg [3:0] score_ones; 
   reg [3:0] score_tens; 
   reg correct; 
   reg logout_from_gamecontrol; 
   reg enable5_1, enable5_2;
   parameter INITIAL = 0, RECONFIG = 1, WAIT1 = 2, START1 = 3, BUFFER1 = 4, START2 = 5, BUFFER2 = 6, WAIT2 = 7, COMPARE1 = 8, WAIT3 = 9, COMPARE2 = 10, DECISION = 11, GAMEOVER = 12;
   reg [3:0] state;
   reg [3:0] count_ones;
   reg [3:0] count_tens; 
   reg [3:0] user_entry; 
   reg [3:0] temp1; 
   reg [3:0] temp2; 
   reg flag; 
   always @ (posedge clk) begin
      if (rst == 1'b0) begin
         reconfig <= 1'b0;
         enable <= 1'b0;
         number <= 4'b0000;
         score_ones <= 4'b0000;
         score_tens <= 4'b0000; 
         correct <= 1'b0;  
         logout_from_gamecontrol <= 1'b0; 
         enable5_1 <= 1'b0;
         enable5_2 <= 1'b0; 
         count_ones <= 4'b0000;
         count_tens <= 4'b0000;
         user_entry <= 4'b0000; 
         temp1 <= 4'b0000; 
         temp2 <= 4'b0000; 
         state <= INITIAL;  
         flag <= 1'b1;   
      end
      else begin
         case (state)
            INITIAL: begin
               reconfig <= 1'b0;
               enable <= 1'b0;
               number <= 4'b0000;
               score_ones <= 4'b0000;
               score_tens <= 4'b0000; 
               correct <= 1'b0;  
               logout_from_gamecontrol <= 1'b0; 
               enable5_1 <= 1'b0;
               enable5_2 <= 1'b0; 
               count_ones <= 4'b0000;
               count_tens <= 4'b0000;
               user_entry <= 4'b0000; 
               temp1 <= 4'b0000; 
               temp2 <= 4'b0000;  
               flag <= 1'b1;
				   if (LoggedIn == 1'b1) begin
				      state <= RECONFIG;
			      end	
            end
            RECONFIG: begin
               reconfig <= 1'b1; 
               state <= WAIT1;
            end
            WAIT1: begin
               reconfig <= 1'b0;
               if (game_start == 1'b1) begin
                  state <= START1; 
               end
               else begin 
                  state <= WAIT1; 
               end 
            end
            START1: begin
               flag <= 1'b1; 
               enable <= 1'b1; 
               enable5_1 <= 1'b1; 
               number <= morse_number; 
               temp1 <= morse_number; 
					state <= BUFFER1; 
               if (timeout == 1'b1) begin
                  state <= GAMEOVER;
               end
            end
            BUFFER1: begin
				   if (timeout == 1'b1) begin
                  state <= GAMEOVER;
               end
               if (FiveSecTimeout_1 == 1'b1) begin
					   enable5_1 <= 1'b0; 
                  state <= START2; 
               end 
               else begin
                  state <= BUFFER1; 
               end
				end
            START2: begin 
               enable5_2 <= 1'b1; 
               number <= morse_number; 
               temp2 <= morse_number; 
					state <= BUFFER2; 
               if (timeout == 1'b1) begin
                  state <= GAMEOVER;
               end
            end
            BUFFER2: begin
				   if (timeout == 1'b1) begin
                  state <= GAMEOVER;
               end
               if (FiveSecTimeout_2 == 1'b1) begin
					   enable5_2 <= 1'b0;
                  state <= WAIT2; 
               end 
               else begin
                  state <= BUFFER2; 
               end
            end
            WAIT2: begin  
				   number <= 4'b1111; 
               if (timeout == 1'b1) begin
                  state <= GAMEOVER;
               end
               if (load == 1'b1) begin
                  user_entry <= user_input; 
                  state <= COMPARE1; 
               end
            end
            COMPARE1: begin
               if (timeout == 1'b1) begin
                  state <= GAMEOVER;
               end 
               if (user_entry == temp1) begin
                  state <= WAIT3; 
               end
               else begin
                  flag <= 1'b0; 
                  state <= WAIT3; 
               end
            end
            WAIT3: begin
               if (timeout == 1'b1) begin
                  state <= GAMEOVER;
               end
               if (load == 1'b1) begin
                  user_entry <= user_input; 
                  state <= COMPARE2;  
               end
            end
            COMPARE2: begin
               if (timeout == 1'b1) begin
                  state <= GAMEOVER;
               end 
               if (user_entry == temp2) begin
                  state <= DECISION; 
               end
               else begin
                  flag <= 1'b0; 
                  state <= DECISION; 
               end
            end
            DECISION: begin
               if (timeout == 1'b1) begin
                  state <= GAMEOVER;
               end
               if (flag == 1'b1) begin
                  count_ones <= count_ones + 1; 
                  correct <= 1'b1; 
                  if (count_ones == 4'b1010) begin
                      count_tens <= count_tens + 1;
                      count_ones <= 4'b0000; 
                  end
                  state <= START1;
               end
               else begin
                  correct <= 1'b0; 
                  state <= START1; 
               end   
            end
            GAMEOVER: begin
               enable <= 1'b0; 
               number <= 4'b0000;
               temp1 <= 4'b0000;
               temp2 <= 4'b0000;  
               score_ones <= count_ones;
               score_tens <= score_tens; 
               if (game_start == 1'b1) begin
                  state <= RECONFIG; 
               end
					if (logout == 1'b1) begin
					   logout_from_gamecontrol <= 1'b1; 
						state <= INITIAL; 
					end
            end
            default: begin
               reconfig <= 1'b0;
               enable <= 1'b0;
               number <= 4'b0000;
               score_ones <= 4'b0000;
               score_tens <= 4'b0000; 
               correct <= 1'b0;  
               logout_from_gamecontrol <= 1'b0; 
               enable5_1 <= 1'b0;
               enable5_2 <= 1'b0; 
               count_ones <= 4'b0000;
               count_tens <= 4'b0000;
               user_entry <= 4'b0000; 
               temp1 <= 4'b0000; 
               temp2 <= 4'b0000; 
               state <= INITIAL;  
               flag <= 1'b1; 
            end
         endcase
      end
   end
endmodule 
module gamecontrol_medium(clk, rst, LoggedIn_medium, game_start, load, user_input, reconfig, enable, timeout, number, score_ones, score_tens, correct, logout, logout_from_gamecontrol);
   input clk, rst, LoggedIn_medium, game_start, load;
   input [3:0] user_input;  
   output reconfig, enable; 
   input timeout;  
   output [3:0] number; 
   output [3:0] score_ones; 
   output [3:0] score_tens; 
   output correct; 
   input logout; 
   output logout_from_gamecontrol; 
   wire [3:0] morse_number;
   wire enable5_1, FiveSecTimeout_1, enable5_2, FiveSecTimeout_2; 
   morse_number morse_number_easy(clk, rst, morse_number);
   FiveSecTimer FiveSecTimer1(clk, rst, enable5_1, FiveSecTimeout_1); 
   FiveSecTimer FiveSecTimer2(clk, rst, enable5_2, FiveSecTimeout_2); 
   gamecontrol2 gamecontrol_med(clk, rst, morse_number, LoggedIn_medium, game_start, load, user_input, reconfig, enable, timeout, number, score_ones, score_tens, correct, logout, logout_from_gamecontrol, enable5_1, enable5_2, FiveSecTimeout_1, FiveSecTimeout_2);
endmodule  
module morse_number(clk, rst, morse_number);  
   input clk, rst;
   output [3:0] morse_number;
   wire [3:0] q;   
   LFSR_number_generator LFSR_number_generator1(clk, rst, q); 
   morse_number_decoder morse_number_decoder1(q, morse_number); 
endmodule 
module morse_number_decoder(q, morse_number);
   input [3:0] q;
   output [3:0] morse_number; 
   reg [3:0] morse_number;  
   always @ (q) begin
      case (q)
         4'b0000: begin morse_number = 4'b0000; end 
         4'b0001: begin morse_number = 4'b0001; end
         4'b0010: begin morse_number = 4'b0010; end 
         4'b0011: begin morse_number = 4'b0011; end
         4'b0100: begin morse_number = 4'b0100; end 
         4'b0101: begin morse_number = 4'b0101; end
         4'b0110: begin morse_number = 4'b0110; end 
         4'b0111: begin morse_number = 4'b0111; end
         4'b1000: begin morse_number = 4'b1000; end 
         4'b1001: begin morse_number = 4'b1001; end
         4'b1010: begin morse_number = 4'b0000; end 
         4'b1011: begin morse_number = 4'b0001; end
         4'b1100: begin morse_number = 4'b0010; end 
         4'b1101: begin morse_number = 4'b0011; end
         4'b1110: begin morse_number = 4'b0100; end 
         4'b1111: begin morse_number = 4'b0101; end
         default: begin morse_number = 4'b0000; end
      endcase
   end
endmodule
==> flow/run.sh <==
#!/bin/bash
# OpenROAD 26Q1-2900-gdf79404cd8, Yosys 0.63+post, stock flow scripts
make -C /OpenROAD-flow-scripts/flow DESIGN_CONFIG=/design/flow/config.mk WORK_HOME=/design/flow/orfs finish
==> flow/config.mk <==
export PLATFORM = sky130hd
export DESIGN_NAME = gamecontrol_medium
export DESIGN_NICKNAME = gamecontrol_medium
export VERILOG_FILES = /design/flow/design.v
export SDC_FILE = /design/flow/constraint.sdc
export NUM_CORES = 4
export LEC_CHECK = 1
export CORE_UTILIZATION = 50
==> flow/constraint.sdc <==
current_design gamecontrol_medium

set clk_period 2.3
set clk_io_pct 0.2

create_clock -name clk0 -period $clk_period [get_ports {clk}]

set non_clock_inputs [all_inputs -no_clocks]
set_input_delay [expr $clk_period * $clk_io_pct] -clock clk0 $non_clock_inputs
set_output_delay [expr $clk_period * $clk_io_pct] -clock clk0 [all_outputs]
==> changes_impl.md <==
## Flow update

* Cell type with the largest total area: dfxtp_1
* CP Class: reg -> reg
* CP endpoint: gamecontrol_med.user_entry[2]
* Die area at 0.0106 mm^2
* Switch Pwr at 1.06 mW
* Tool warnings at 32
* RSZ-0062 raised after global routing: no
* Top-area cell share at 0.518
* WP data arrival at 2.15 ns
* Biggest area cells: dfxtp_1 52%, nor2_1 4.1%, nand2_1 3.7%
* Vias in the first global route at around 3.2k
* Post-CTS sizing at 0
* Number of H-tree levels at 4
* Yosys top cell by instances: dfxtp_1
* Least-Margin Pin Slew at just over 0.6 ns
* Count of input and output buffers at 22
* Share of layout cells above drive strength 1 at 0.0876
* Clock power share at 0.511
* Max Cap Violations at 0
* Post-DP HPWL at ~5700 um
* Yosys warns at 7
* CP peak stage delay at 0.52 ns
* Final ANT Viol Nets at 0
* Relative slew margins at 0.583
* Postcts setup bufs at 0
* Clk slew on worst S/H paths at 0.06 ns
* Ys flop type: dfxtp_1
* Final setup violating endpoints at 0
* Setup TNS at 0 ns
* Core Density at Floorplan at 0.520
* WL per Instance at 12.5 um
* Asr flop ratio synth at 0
* Hold WS at 0.311 ns
* R2R depth at 4
* Seq share, synth at 0.530
* Initial antenna violation count at 0
* DRC viols at 0
* Largest net degree at the start of global routing at 45
* GP Congestion at 0.835
* Reg-to-Reg Start: gamecontrol_med.state[10]
* Avg Cell Area, Syn at 9.61 um^2
* ANT cells at 0
* CP Data Required Time at 2.66 ns
* Global-route wire length before repair at around 15,000 um
* Slowest CP cell: nor4_2
* Remaining global-route overflow at 0
* Mapped Cells at around 530
* Worst path cell trace: nor4_2, o2111ai_1, nand3_1, o21ai_0
* Status: finished clean
* TritonCTS clock tree: built
* Critical Path Fanout Max at 11
* Most frequent cells after synthesis: 132 x dfxtp_1, 56 x nor2_1, 50 x nand2_1, 29 x nand3_1, 29 x or3_1
* CTS Sinks at 134
* CP startpoint: gamecontrol_med.state[10]
* Comb power frac at 0.030
* Peak Freq at between 0.5 and 0.6 GHz
* Maximum VDD drop at 0.000718 V
* Fin. max-slew vios at 0
* Post-Syn Area at 0.00510 mm^2
* Clock tree root driver cell: clkbuf_8
* Cts bufs inserted at 17
* Routed WL at 8780 um
* Unique masters post-synth at about 45
* Reg2reg end: gamecontrol_med.user_entry[2]
* Clk buf depth at 2
* GRT Total Usage at 0.185
* Io pins at 27
* Via count at 3,574
* Min-Delay Path Class: in -> reg
* Insertion Delay late pin at 0.51 ns
* Seq pwr share at 0.460
* Startpoint types: flip-flop
* Post-synth EDFFs at 2
* Area reported by Yosys stat at 0.00510 mm^2
* Yosys cell count at roughly 530
* Cycle use final at 0.779
* Area growth syn-to-layout at 17.9%
* Internal power at 4.09 mW
* Die width at 103 um
* P per Cell Area at 856 mW/mm^2
* Core ar. at 0.00982 mm^2
* Final hold viol count at 0
* Yosys reg bits at 134
* P_leak at 2.26 nW
* Net Sw Frac at 0.206
* 1st-pass router iterations at 4
* CTS Hold Bufs at 0
* Rows at 36
* Tmin final at approximately 1.8 ns
* CP Capture Type: flip-flop
* Die H at roughly 100 um
* Setup Skew at about 0.0076 ns
* Avg Vias per Cell at 5.08
* Reg2reg setup slack at 0.51 ns
* DRT iter0 DRCs at around 140
-- layout by cell type (no fill, tap or decap), types with 3 or more instances in the layout --
cell type,instances
and3_1,3
clkinv_4,4
nor3_1,10
nand4b_1,4
or3_1,29
xor2_1,20
nand3_1,29
or2_2,3
nand2b_1,16
xnor2_1,21
conb_1,4
clkdlybuf4s50_1,21
clkbuf_16,16
nand3b_1,4
dfxtp_1,132
a21oi_1,26
a211oi_1,4
ha_1,14
o21ai_0,13
nand2_1,50
nor4_2,3
clkinv_2,5
bufinv_16,3
mux2i_1,9
nand4_1,14
buf_4,4
nor2_1,56
inv_1,18
-- area by class of cell --
type / count / area, um^2
clock buffers: 19 / 432
multi-input cells: 361 / 2240
well taps: 133 / 166
clock inverters: 13 / 158
flip-flops and latches: 134 / 2700
inverters: 18 / 67.6
repair buffers: 26 / 245
fillers: 843 / 3800
-- how the worst min path moves through the flow --
stage / slack, ns / to / cells after the start / startpoint
CTS: 0.30 / gamecontrol_med.count_ones[3] / 3 / rst
global route: 0.30 / gamecontrol_med.count_ones[3] / 3 / rst
finish: 0.31 / gamecontrol_med.count_ones[3] / 3 / rst
-- state kept, by name (all words and copies together) (netlist names), 4 cells and up --
signal / cells
FiveSecTimer1.OnemsTimer1.LFSR: 16
FiveSecTimer2.OnemsTimer1.LFSR: 16
morse_number_easy.LFSR_number_generator1.LFSR: 16
gamecontrol_med.state: 13
FiveSecTimer1.Countto100one.count: 7
FiveSecTimer2.Countto100one.count: 7
FiveSecTimer1.Countto10one.count: 4
FiveSecTimer1.Countto5one.count: 4
FiveSecTimer2.Countto10one.count: 4
FiveSecTimer2.Countto5one.count: 4
gamecontrol_med.count_ones: 4
gamecontrol_med.morse_number: 4
gamecontrol_med.number: 4
gamecontrol_med.score_ones: 4
gamecontrol_med.temp1: 4
gamecontrol_med.temp2: 4
gamecontrol_med.user_entry: 4
-- through the flow --
stage | setup WS [ns] | instances | util | area (um^2) | power, mW
2_1_floorplan | 0.817 | 534 | - | 5110 | 2.51
3_3_place_gp | 0.573 | 672 | 0.553 | 5430 | 2.57
3_5_place_dp | 0.509 | 672 | 0.553 | 5430 | 2.57
4_1_cts | 0.504 | 704 | 0.613 | 6020 | 5.21
5_1_grt | 0.292 | 704 | 0.613 | 6020 | 5.34
6_report | 0.508 | 704 | 0.613 | 6020 | 5.15
-- cells by family after synthesis --
family | synth area share
XOR/XNOR | 0.0704
buffers and inverters | 0.0329
other | 0.000735
flip-flops | 0.530
AND/OR/NAND/NOR | 0.255
AND-OR/OR-AND | 0.0571
adder cells (fa/ha/maj) | 0.0343
multiplexers | 0.0199
-- power by group through the flow --
| stage | combinational (mW) | sequential, mW | clock (mW) |
|---|---|---|---|
| final | 0.153 | 2.37 | 2.63 |
| after global routing | 0.170 | 2.37 | 2.80 |
| after CTS | 0.155 | 2.37 | 2.69 |
-- critical path: cells and delay by family (launching register included) --
kind	cells	cell delay, ns
AND-OR/OR-AND	2	0.51
flip-flops	1	0.42
AND/OR/NAND/NOR	2	0.72
-- per-layer routing --
layer | track usage | up-vias | share of wire
li1 | - | 1863 | -
met1 | 0.290 | 1649 | 0.51
met2 | 0.275 | 52 | 0.44
met3 | 0.0455 | 10 | 0.034
met4 | 0.0325 | 0 | 0.014
met5 | 0 | - | 0
Power and IR drop assume default switching activity.
