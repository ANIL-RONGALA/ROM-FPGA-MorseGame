==> flow/run.sh <==
#!/bin/bash
# OpenROAD 26Q1-2900-gdf79404cd8, Yosys 0.63+post, stock flow scripts
make -C /OpenROAD-flow-scripts/flow DESIGN_CONFIG=/design/flow/config.mk WORK_HOME=/design/flow/orfs finish
==> flow/config.mk <==
export PLATFORM = sky130hd
export DESIGN_NAME = gamecontrol_hard
export DESIGN_NICKNAME = gamecontrol_hard
export VERILOG_FILES = /design/flow/design.v
export SDC_FILE = /design/flow/constraint.sdc
export NUM_CORES = 4
export LEC_CHECK = 1
export CORE_UTILIZATION = 50
==> flow/constraint.sdc <==
current_design gamecontrol_hard

set clk_period 2.7
set clk_io_pct 0.2

create_clock -name clk0 -period $clk_period [get_ports {clk}]

set non_clock_inputs [all_inputs -no_clocks]
set_input_delay [expr $clk_period * $clk_io_pct] -clock clk0 $non_clock_inputs
set_output_delay [expr $clk_period * $clk_io_pct] -clock clk0 [all_outputs]
==> flow/design.v <==
module Countto10(clk, rst, HundredmsTimeOut, OneSecTimeOut); 
   input clk, rst, HundredmsTimeOut; 
   output OneSecTimeOut; 
   reg OneSecTimeOut; 
   reg [3:0] count;
   always @ (posedge clk)
      begin
         if (rst == 1'b0) begin
            count <= 4'd0;
            OneSecTimeOut <= 1'b0;   
         end
         else begin
            if (HundredmsTimeOut == 1'b1) begin
                  count <= count + 1;
                  OneSecTimeOut <= 1'b0;
            end
            if (count == 4'b1010) begin   
               count <= 4'b0000;
               OneSecTimeOut <= 1'b1; 
            end       
            else begin
               OneSecTimeOut <= 1'b0; 
            end
         end
      end
endmodule 
module Countto100(clk, rst, enable, OnemsTimeOut, HundredmsTimeOut); 
   input clk, rst, enable, OnemsTimeOut; 
   output HundredmsTimeOut; 
   reg HundredmsTimeOut; 
   reg [6:0] count; 
   always @ (posedge clk)
      begin
         if (rst == 1'b0 || enable == 1'b0) begin
            count <= 7'd0; 
            HundredmsTimeOut <= 1'b0;
         end
         else begin
            if (OnemsTimeOut == 1'b1) begin 
                  count <= count + 1; 
                  HundredmsTimeOut <= 1'b0;
            end
            if (count == 7'd100) begin     
                  count <= 7'd0;
                  HundredmsTimeOut <= 1'b1; 
            end
            else begin
               HundredmsTimeOut <= 1'b0; 
            end
         end
      end
endmodule 
module Countto3(clk, rst, HundredmsTimeOut, ThreeSecTimeOut);  
   input clk, rst, HundredmsTimeOut; 
   output ThreeSecTimeOut; 
   reg ThreeSecTimeOut; 
   reg [3:0] count;
   always @ (posedge clk)
      begin
         if (rst == 1'b0) begin
            count <= 4'd0;
            ThreeSecTimeOut <= 1'b0;  
         end
         else begin
            if (HundredmsTimeOut == 1'b1) begin
                  count <= count + 1;
                  ThreeSecTimeOut <= 1'b0;
            end
            if (count == 4'd3) begin  
               count <= 4'b0000;
               ThreeSecTimeOut <= 1'b1; 
            end       
            else begin
               ThreeSecTimeOut <= 1'b0; 
            end
         end
      end
endmodule 
module LFSR_number_generator(clk, rst, q); 
   input clk, rst; 
   output [3:0] q; 
   reg [3:0] q; 
   reg [15:0] LFSR = 16'b1111111111111111;
   wire feedback = LFSR[15];
   always @(posedge clk)
   begin
      if (rst == 1'b0) begin
         LFSR <= 16'b1111111111111111; 
         q <= 4'b0000; 
      end
      else begin 
         LFSR[0] <= feedback;
         LFSR[1] <= LFSR[0];
         LFSR[2] <= LFSR[1] ^ feedback;
         LFSR[3] <= LFSR[2] ^ feedback;
         LFSR[4] <= LFSR[3];
         LFSR[5] <= LFSR[4] ^ feedback;
         LFSR[6] <= LFSR[5];
         LFSR[7] <= LFSR[6];
         LFSR[8] <= LFSR[7];
         LFSR[9] <= LFSR[8];
         LFSR[10] <= LFSR[9];
         LFSR[11] <= LFSR[10];
         LFSR[12] <= LFSR[11];
         LFSR[13] <= LFSR[12];
         LFSR[14] <= LFSR[13];
         LFSR[15] <= LFSR[14];
         q = {LFSR[6], LFSR[8], LFSR[11], LFSR[14]};
      end  
   end
endmodule
module OnemsTimer_lfsr(clk, rst, enable, OnemsTimeOut);
   input clk, rst, enable;
   output OnemsTimeOut;
   reg OnemsTimeOut;
   reg [15:0] LFSR;
   wire feedback = LFSR[15];
   always @ (posedge clk)
      begin 
         if (rst == 1'b0 || enable == 1'b0) begin
            LFSR <= 16'd65535; 
         end
         else begin
            if (LFSR == 16'd56172) begin
               LFSR <= 16'd65535; 
               OnemsTimeOut <= 1'b1; 
            end
            else begin
               LFSR[0] <= feedback;
               LFSR[1] <= LFSR[0];
               LFSR[2] <= LFSR[1] ^ feedback;
               LFSR[3] <= LFSR[2] ^ feedback;
               LFSR[4] <= LFSR[3];
               LFSR[5] <= LFSR[4] ^ feedback;
               LFSR[6] <= LFSR[5];
               LFSR[7] <= LFSR[6];
               LFSR[8] <= LFSR[7];
               LFSR[9] <= LFSR[8];
               LFSR[10] <= LFSR[9];
               LFSR[11] <= LFSR[10];
               LFSR[12] <= LFSR[11];
               LFSR[13] <= LFSR[12];
               LFSR[14] <= LFSR[13];
               LFSR[15] <= LFSR[14];
               OnemsTimeOut <= 1'b0; 
            end
         end
      end
endmodule 
module ThreeSecTimer(clk, rst, enable, ThreeSecTimeOut);
   input clk, rst, enable; 
   output ThreeSecTimeOut; 
   wire HundredmsTimeOut;
   wire OnemsTimeOut; 
   wire OneSec;
   wire ThreeSec; 
   OnemsTimer_lfsr OnemsTimer1(clk, rst, enable, OnemsTimeOut); 
   Countto100 Countto100one(clk, rst, enable, OnemsTimeOut, HundredmsTimeOut);
   Countto10 Countto10one(clk, rst, HundredmsTimeOut, OneSec); 
   Countto3 Countto3one(clk, rst, OneSec, ThreeSec); 
   assign ThreeSecTimeOut = ThreeSec; 
endmodule
module gamecontrol3(clk, rst, morse_number, LoggedIn, game_start, load, user_input, reconfig, enable, timeout, number, score_ones, score_tens, correct, logout, logout_from_gamecontrol, enable3_1, enable3_2, enable3_3, ThreeSecTimeout_1, ThreeSecTimeout_2, ThreeSecTimeout_3);
   input clk, rst;  
   input [3:0] morse_number;  
   input LoggedIn, game_start, load;
   input [3:0] user_input;  
   output reconfig, enable; 
   input timeout; 
   output [3:0] number; 
   output [3:0] score_ones; 
   output [3:0] score_tens; 
   output correct; 
   input logout; 
   output logout_from_gamecontrol; 
   output enable3_1, enable3_2, enable3_3; 
   input ThreeSecTimeout_1, ThreeSecTimeout_2, ThreeSecTimeout_3;
   reg reconfig, enable; 
   reg [3:0] number; 
   reg [3:0] score_ones; 
   reg [3:0] score_tens; 
   reg correct; 
   reg logout_from_gamecontrol; 
   reg enable3_1, enable3_2, enable3_3;
   parameter INITIAL = 0, RECONFIG = 1, WAIT1 = 2, START1 = 3, BUFFER1 = 4, START2 = 5, BUFFER2 = 6, START3 = 7, BUFFER3 = 8, WAIT2 = 9, COMPARE1 = 10, WAIT3 = 11, COMPARE2 = 12, WAIT4 = 13, COMPARE3 = 14, DECISION = 15, GAMEOVER = 16;
   reg [4:0] state;
   reg [3:0] count_ones;
   reg [3:0] count_tens; 
   reg [3:0] user_entry; 
   reg [3:0] temp1; 
   reg [3:0] temp2; 
   reg [3:0] temp3; 
   reg flag; 
   always @ (posedge clk) begin
      if (rst == 1'b0) begin
         reconfig <= 1'b0;
         enable <= 1'b0;
         number <= 4'b0000;
         score_ones <= 4'b0000;
         score_tens <= 4'b0000; 
         correct <= 1'b0;  
         logout_from_gamecontrol <= 1'b0; 
         enable3_1 <= 1'b0;
         enable3_2 <= 1'b0; 
         count_ones <= 4'b0000;
         count_tens <= 4'b0000;
         user_entry <= 4'b0000; 
         temp1 <= 4'b0000; 
         temp2 <= 4'b0000; 
			temp3 <= 4'b0000; 
         state <= INITIAL;  
         flag <= 1'b1;   
      end
      else begin
         case (state)
            INITIAL: begin
               reconfig <= 1'b0;
               enable <= 1'b0;
               number <= 4'b0000;
               score_ones <= 4'b0000;
               score_tens <= 4'b0000; 
               correct <= 1'b0;  
               logout_from_gamecontrol <= 1'b0; 
               enable3_1 <= 1'b0;
               enable3_2 <= 1'b0; 
               count_ones <= 4'b0000;
               count_tens <= 4'b0000;
               user_entry <= 4'b0000; 
               temp1 <= 4'b0000; 
               temp2 <= 4'b0000;  
					temp3 <= 4'b0000; 
               flag <= 1'b1;
				   if (LoggedIn == 1'b1) begin
				      state <= RECONFIG;
			      end	
            end
            RECONFIG: begin
               reconfig <= 1'b1; 
               state <= WAIT1;
            end
            WAIT1: begin
               reconfig <= 1'b0;
               if (game_start == 1'b1) begin
                  state <= START1; 
               end
               else begin 
                  state <= WAIT1; 
               end 
            end
            START1: begin
               flag <= 1'b1; 
               enable <= 1'b1; 
               enable3_1 <= 1'b1; 
               number <= morse_number; 
               temp1 <= morse_number; 
					state <= BUFFER1; 
               if (timeout == 1'b1) begin
                  state <= GAMEOVER;
               end
            end
            BUFFER1: begin
				   if (timeout == 1'b1) begin
                  state <= GAMEOVER;
               end
               if (ThreeSecTimeout_1 == 1'b1) begin
					   enable3_1 <= 1'b0; 
                  state <= START2; 
               end 
               else begin
                  state <= BUFFER1; 
               end
				end
            START2: begin 
               enable3_2 <= 1'b1; 
               number <= morse_number; 
               temp2 <= morse_number; 
					state <= BUFFER2; 
               if (timeout == 1'b1) begin
                  state <= GAMEOVER;
               end
            end
            BUFFER2: begin
				   if (timeout == 1'b1) begin
                  state <= GAMEOVER;
               end
               if (ThreeSecTimeout_2 == 1'b1) begin
					   enable3_2 <= 1'b0;
                  state <= START3; 
               end 
               else begin
                  state <= BUFFER2; 
               end
            end
            START3: begin
               enable3_3 <= 1'b1; 
               number <= morse_number; 
               temp3 <= morse_number; 
					state <= BUFFER3;
               if (timeout == 1'b1) begin
                  state <= GAMEOVER;
               end
            end
            BUFFER3: begin
               if (timeout == 1'b1) begin
                  state <= GAMEOVER;
               end
               if (ThreeSecTimeout_3 == 1'b1) begin
					   enable3_3 <= 1'b0;
                  state <= WAIT2; 
               end 
               else begin
                  state <= BUFFER3; 
               end
            end
            WAIT2: begin  
				   number <= 4'b1111; 
               if (timeout == 1'b1) begin
                  state <= GAMEOVER;
               end
               if (load == 1'b1) begin
                  user_entry <= user_input; 
                  state <= COMPARE1; 
               end
            end
            COMPARE1: begin
               if (timeout == 1'b1) begin
                  state <= GAMEOVER;
               end 
               if (user_entry == temp1) begin
                  state <= WAIT3; 
               end
               else begin
                  flag <= 1'b0; 
                  state <= WAIT3; 
               end
            end
            WAIT3: begin
               if (timeout == 1'b1) begin
                  state <= GAMEOVER;
               end
               if (load == 1'b1) begin
                  user_entry <= user_input; 
                  state <= COMPARE2;  
               end
            end
            COMPARE2: begin
               if (timeout == 1'b1) begin
                  state <= GAMEOVER;
               end 
               if (user_entry == temp2) begin
                  state <= WAIT4; 
               end
               else begin
                  flag <= 1'b0; 
                  state <= WAIT4; 
               end
            end
            WAIT4: begin
               if (timeout == 1'b1) begin
                  state <= GAMEOVER;
               end
               if (load == 1'b1) begin
                  user_entry <= user_input; 
                  state <= COMPARE3;  
               end
            end
            COMPARE3: begin
               if (timeout == 1'b1) begin
                  state <= GAMEOVER;
               end 
               if (user_entry == temp3) begin
                  state <= DECISION; 
               end
               else begin
                  flag <= 1'b0; 
                  state <= DECISION; 
               end
            end
            DECISION: begin
               if (timeout == 1'b1) begin
                  state <= GAMEOVER;
               end
               if (flag == 1'b1) begin
                  count_ones <= count_ones + 1; 
                  correct <= 1'b1; 
                  if (count_ones == 4'b1010) begin
                      count_tens <= count_tens + 1;
                      count_ones <= 4'b0000; 
                  end
                  state <= START1;
               end
               else begin
                  correct <= 1'b0; 
                  state <= START1; 
               end   
            end
            GAMEOVER: begin
               enable <= 1'b0; 
               number <= 4'b0000;
               temp1 <= 4'b0000;
               temp2 <= 4'b0000; 
				   temp3 <= 4'b0000; 	
               score_ones <= count_ones;
               score_tens <= score_tens; 
               if (game_start == 1'b1) begin
                  state <= RECONFIG; 
               end
					if (logout == 1'b1) begin
					   logout_from_gamecontrol <= 1'b1; 
						state <= INITIAL; 
					end
            end
            default: begin
               reconfig <= 1'b0;
               enable <= 1'b0;
               number <= 4'b0000;
               score_ones <= 4'b0000;
               score_tens <= 4'b0000; 
               correct <= 1'b0;  
               logout_from_gamecontrol <= 1'b0; 
               enable3_1 <= 1'b0;
               enable3_2 <= 1'b0; 
               count_ones <= 4'b0000;
               count_tens <= 4'b0000;
               user_entry <= 4'b0000; 
               temp1 <= 4'b0000; 
               temp2 <= 4'b0000; 
               state <= INITIAL;  
               flag <= 1'b1; 
            end
         endcase
      end
   end
endmodule 
module gamecontrol_hard(clk, rst, LoggedIn_hard, game_start, load, user_input, reconfig, enable, timeout, number, score_ones, score_tens, correct, logout, logout_hard);
   input clk, rst, LoggedIn_hard, game_start, load;
   input [3:0] user_input;  
   output reconfig, enable;  
   input timeout; 
   output [3:0] number; 
   output [3:0] score_ones; 
   output [3:0] score_tens; 
   output correct; 
   input logout; 
   output logout_hard; 
   wire [3:0] morse_number;
   wire enable3_1, ThreeSecTimeout_1, enable3_2, ThreeSecTimeout_2, enable3_3, ThreeSecTimeout_3; 
   morse_number_hard morse_number_hard(clk, rst, morse_number);
   ThreeSecTimer ThreeSecTimer1(clk, rst, enable3_1, ThreeSecTimeout_1); 
   ThreeSecTimer ThreeSecTimer2(clk, rst, enable3_2, ThreeSecTimeout_2); 
   ThreeSecTimer ThreeSecTimer3(clk, rst, enable3_3, ThreeSecTimeout_3); 
   gamecontrol3 gamecontrol_hard(clk, rst, morse_number, LoggedIn_hard, game_start, load, user_input, reconfig, enable, timeout, number, score_ones, score_tens, correct, logout, logout_hard, enable3_1, enable3_2, enable3_3, ThreeSecTimeout_1, ThreeSecTimeout_2, ThreeSecTimeout_3);
endmodule  
module morse_number_decoder_hard(q, morse_number); 
   input [3:0] q;
   output [3:0] morse_number; 
   reg [3:0] morse_number; 
   always @ (q) begin
      case (q)
         4'b0000: begin morse_number = 4'b0000; end 
         4'b0001: begin morse_number = 4'b0001; end
         4'b0010: begin morse_number = 4'b0010; end 
         4'b0011: begin morse_number = 4'b0011; end
         4'b0100: begin morse_number = 4'b0100; end 
         4'b0101: begin morse_number = 4'b0101; end
         4'b0110: begin morse_number = 4'b0110; end 
         4'b0111: begin morse_number = 4'b0111; end
         4'b1000: begin morse_number = 4'b1000; end 
         4'b1001: begin morse_number = 4'b1001; end
         4'b1010: begin morse_number = 4'b1010; end 
         4'b1011: begin morse_number = 4'b1011; end
         4'b1100: begin morse_number = 4'b1100; end 
         4'b1101: begin morse_number = 4'b1101; end
         4'b1110: begin morse_number = 4'b1110; end 
         4'b1111: begin morse_number = 4'b0000; end
         default: begin morse_number = 4'b0000; end
      endcase
   end
endmodule
module morse_number_hard(clk, rst, morse_number);  
   input clk, rst;
   output [3:0] morse_number;
   wire [3:0] q;   
   LFSR_number_generator LFSR_number_generator1(clk, rst, q); 
   morse_number_decoder_hard morse_number_decoder_hard1(q, morse_number); 
endmodule 
==> run summary <==
status: completed
Startpoint Class: flip-flop
critical path class: reg -> reg
Tool Warnings: 32
final hold slack: 0.403 ns
Vert. Die Dim: 118 um
Critical Path Most Common Cell: or3_4
Rows: 41
FF-to-FF End: gamecontrol_hard.count_ones[1]
cells on worst reg2reg path: 5
Post-Route WL: 11500 um
RePlAce Congestion: 0.870
final std cells w/o fill: 918
CP Buf/Inv Count: 0
CORE AREA: 12800 sq um
post-layout util: 59.9%
layout cells sized above 1: 6.03%
Slew Limit Fails: 0
critical path arrival: 2.75 ns
clock-pin slew on the worst setup and hold paths: 0.06 ns
Clock Root Buffer: clkbuf_16
warnings from Yosys: 7
postcts setup bufs: 0
hold depth: 1
die span in x: 118 um
number of global-route vias before repair: 4339
Pwr per Cell Area: 690 nW/um^2
Post-CTS Hold Buffers: 0
HPWL Detailed: 7830 um
hold_sp: morse_number_hard.LFSR_number_generator1.LFSR[7]
most frequent cells in the layout: 174 x dfxtp_1, 96 x nor2_1, 77 x nand2_1
Max-Cap Viols: 0
yosys cell count: 706
Post-synth EDFFs: 4
fillers: 1050
ant diodes: 0
dominant register cell: dfxtp_1
setup TNS: 0 ns
dpl cell area: 7080 sq um
I/O Pins: 27
Crit. End Element: flip-flop
Synth Instances: 706
worst slack, placed: 0.323 ns
Distinct cells, synth: 44
RSZ-0062 raised after global routing: no
setup violators final: 0
antenna violation net count after detailed routing: 0
Post-CTS Resized: 0
Via density: 5.02
chip area: 13800 sq um
clk buf depth: 2
Final min period: 2.41 ns
Period Utilization, post-route: 89.3%
crit path cell chain: or3_4 > or3_1 > or3_4 > or4_1 > a21oi_1
CP required: 3.04 ns
DR vias: 4610
Lkg Pwr: 2.89 nW
post-synthesis sequential area ratio: 54.0%
Synth flops: 178
slowest cell delay on critical path: 0.51 ns
initial antenna violation count: 0
Slew Limit Headroom: 53.4%
clock sinks: 178
first-pass GRT wire length: 19900 um
most frequent logic cell in the layout: dfxtp_1
slowest CP cell: or4_1
fp util: 52.1%
IO buf count: 22
post-route setup slack: 0.288 ns
overflow left after global routing: 0
Max Fanout on Critical Path: 8
worst hold path type: reg -> reg
DR iter-0 viols: 265
Worst Max-Slew Pin Slew: 0.693 ns
CP delay by family, top: simple AND/OR/NAND/NOR gates
H-tree levels: 4
area grow syn2layout: 15.1%
Hold Path End: morse_number_hard.LFSR_number_generator1.LFSR[8]
YS chip area: 6680 sq um
Tot GR Track Use: 17.9%
TritonCTS clock tree: built
Hold Vio Cnt, Final: 0
Final Skew: 0.00515 ns
FMAX: 415 MHz
worst r2r src: gamecontrol_hard.state[8]
Post-synth ARST share: 0%
FF-to-FF setup slack: 0.29 ns
DRT Pass-1 Iters: 6
Inst Count DP: 886
worst skew pair latency: 0.41 ns
maximum vdd drop: 0.403 mV
CTS Buf Count: 17
per-cell routed wire length: 12.6 um
Post-Syn Area: 6680 sq um
pin count of the biggest net entering global routing: 29
total number of cells along the worst setup path: 5
syn_area_per_cell: 9.46 sq um
Pwr Total: 5.30 mW
number of remaining DRC errors: 0
design area: 7690 sq um
how the worst max path moves through the flow:
| stage | from | endpoint | slack (ns) |
|---|---|---|---|
| 4_1_cts | gamecontrol_hard.state[8] | gamecontrol_hard.count_ones[1] | 0.29 |
| 5_1_grt | gamecontrol_hard.state[9] | gamecontrol_hard.count_ones[0] | 0.20 |
| 6_report | gamecontrol_hard.state[8] | gamecontrol_hard.count_ones[1] | 0.29 |
state kept, by name, indices dropped and copies added (netlist names), 7 cells and up:
signal,cells
gamecontrol_hard.state,17
ThreeSecTimer1.OnemsTimer1.LFSR,16
ThreeSecTimer2.OnemsTimer1.LFSR,16
ThreeSecTimer3.OnemsTimer1.LFSR,16
morse_number_hard.LFSR_number_generator1.LFSR,16
ThreeSecTimer1.Countto100one.count,7
ThreeSecTimer2.Countto100one.count,7
ThreeSecTimer3.Countto100one.count,7
layer usage:
| layer | global-route usage, % | vias to the layer above | part of all wire, % |
|---|---|---|---|
| met5 | 0 | - | 0 |
| met4 | 1.76 | 0 | 0.63 |
| met3 | 4.20 | 5 | 3.4 |
| met2 | 27.1 | 52 | 44 |
| met1 | 28.2 | 2119 | 52 |
| li1 | - | 2434 | - |
where the power goes:
group          total [mW]  internal (mW)  leakage (nW)  switching (mW)
Clock                2.48           1.52         0.304           0.953
Sequential           2.67           2.66          1.44          0.0170
Combinational       0.152         0.0644          1.15          0.0871
Total                5.30           4.25          2.89            1.06
cell type report:
type	count	area, sq um	share of cell area [%]
Tap cell	172	215	2.80
Clock buffer	22	474	6.17
Sequential cell	178	3600	46.9
Timing Repair Buffer	31	288	3.74
Clock inverter	10	133	1.73
Multi-Input combinational cell	484	2890	37.7
Inverter	21	78.8	1.03
Yosys cell counts, types with 5 or more instances:
cell | instances | area, sq um
nor3_1 | 15 | 75.1
nand2b_1 | 20 | 125
or4_1 | 5 | 37.5
xnor2_1 | 29 | 254
clkbuf_1 | 19 | 71.3
dfxtp_1 | 174 | 3480
nand4_1 | 17 | 106
nor2_1 | 96 | 360
xor2_1 | 28 | 245
mux2i_1 | 17 | 170
nor2b_1 | 5 | 31.3
nand2_1 | 77 | 289
and3_1 | 6 | 37.5
a21oi_1 | 33 | 165
a211oi_1 | 7 | 52.6
or3_1 | 44 | 275
nand4b_1 | 6 | 52.6
ha_1 | 17 | 213
nand3_1 | 23 | 115
inv_1 | 21 | 78.8
cells by family (layout without fill, tap and decap cells):
logic type / count (synthesis) / count (layout) / share of synthesized area [%]
compound gates: 54 / 54 / 4.74
simple gates: 335 / 335 / 25.2
xor+xnor: 57 / 57 / 7.47
buf+inv: 47 / 84 / 2.89
mux: 17 / 17 / 2.55
flops: 178 / 178 / 54.0
other cells: 1 / 4 / 0.0561
fa+ha+maj: 17 / 17 / 3.18
worst reg2reg max path: cells and delay by family (launching register included):
family          cells  cell delay (ns)
simple gates        4             1.87
flops               1             0.32
compound gates      1             0.16
No activity file was given, so power comes from the tool's default toggle rates.
